### /design/flow/run.sh
#!/bin/bash
# OpenROAD 26Q1-2900-gdf79404cd8, Yosys 0.63+post, stock flow scripts
make -C /OpenROAD-flow-scripts/flow DESIGN_CONFIG=/design/flow/config.mk WORK_HOME=/design/flow/orfs finish
### /design/flow/config.mk
export PLATFORM = sky130hd
export DESIGN_NAME = Top_Life
export DESIGN_NICKNAME = Top_Life
export VERILOG_FILES = /design/flow/design.v
export SDC_FILE = /design/flow/constraint.sdc
export NUM_CORES = 4
export LEC_CHECK = 1
export CORE_UTILIZATION = 50
### /design/flow/constraint.sdc
current_design Top_Life

set clk_period 73.9
set clk_io_pct 0.2

create_clock -name clk0 -period $clk_period [get_ports {clk}]

set non_clock_inputs [all_inputs -no_clocks]
set_input_delay [expr $clk_period * $clk_io_pct] -clock clk0 $non_clock_inputs
set_output_delay [expr $clk_period * $clk_io_pct] -clock clk0 [all_outputs]
### /design/flow/design.v
`timescale 1ns / 1ps
module GameOfLife
    #(parameter N = 4)(
    input clk,
    input nrst,
    input  [(N*N)-1:0] seeds,
    output [(N*N)-1:0] cells
    );
    genvar i,j;
    generate
        for (i = 0; i < N; i = i+1) begin
            for (j = 0; j < N; j = j+1) begin
                LifeCell lc(
                    .clk(clk),
                    .nrst(nrst),
                    .seed(seeds[i*N + j]),
                    .neighbors({cells[((i==0)?N-1:i-1)*N + ((j==0)?N-1:j-1)],
                                cells[((i==0)?N-1:i-1)*N + ( j )%N],
                                cells[((i==0)?N-1:i-1)*N + ((j==N-1)?0:j+1)],
                                cells[(( i )%N)*N + ((j==0)?N-1:j-1)],
                                cells[(( i )%N)*N + (j+1)%N],
                                cells[((i==N-1)?0:i+1)*N + ((j==0)?N-1:j-1)],
                                cells[((i==N-1)?0:i+1)*N + ( j )],
                                cells[((i==N-1)?0:i+1)*N + ((j==N-1)?0:j+1)]                   
                              }),
                    .alive(cells[i*N + j])
                );
            end
        end
    endgenerate   
endmodule
module LifeCell(
	input clk,
	input nrst,
	input seed,
	input [7:0] neighbors,
	output reg alive
);
    reg [2:0] state;
    reg [1:0] sum;
    reg done;
	always @ (posedge clk)
		if (nrst == 0)
			state <= 3'b000;
		else 
			case(state)
				3'b000: begin
				    alive <= seed;
					state <= 3'b001;
				end
				3'b001: begin
				    done <= 0;
				    sum <= neighbors[0] + neighbors[1] + neighbors[2];
				    state <= 3'b010;
				end
				3'b010: begin
				    if(sum==2'd3 && neighbors[3])
				        done <= 1;
				    else
				        sum <= sum + neighbors[3];
				    state <= 3'b011;
				end
				3'b011: begin
				    if(sum==2'd3 && neighbors[4] && !done) 
				        done <= 1;
				    else
				        sum <= sum + neighbors[4];
				    state <= 3'b100;
				end
				3'b100: begin
				    if(sum==2'd3 && neighbors[5] && !done) 
				        done <= 1;
				    else
				        sum <= sum + neighbors[5];
				    state <= 3'b101;
				end
				3'b101: begin
				    if(sum==2'd3 && neighbors[6] && !done) 
				        done <= 1;
				    else
				        sum <= sum + neighbors[6];
				    state <= 3'b110;
				end
				3'b110: begin
				    if(sum==2'd3 && neighbors[7] && !done) 
				        done <= 1;
				    else
				        sum <= sum + neighbors[7];
				    state <= 3'b111;
				end
				3'b111: begin
				    if(!done) begin
                        if(sum == 2'd3)
                            alive <= 1;
                        if(sum < 2'd2)
                            alive <= 0;
				    end
				    else
				        alive <= 0;
				    state <= 3'b001;
				end
			endcase
endmodule
`timescale 1ns / 1ps
module Top_Life #(parameter N = 25)(
    input clk,
    input nrst,
    output out0
    );
    reg [(N*N)-1:0] seeds;
    wire [(N*N)-1:0] cells;
    assign out0 = cells[0];
    GameOfLife #(.N(N)) itsmylife(
        .clk(clk),
        .nrst(nrst),
        .seeds(seeds),
        .cells(cells)
    );    
    always @ (posedge clk)
    if (nrst == 0)
        seeds <= 64'b01000000_00100000_11100000_00000000_00000000_00000000_00000000_00000000;
endmodule
==> CHANGELOG.md <==
### Physical design

- Status: completed
- Clk sinks: 6876
- FP Rows: roughly 290
- Tot Pwr: between 8000 and 9000 uW
- CTS clk-pin slew, worst paths: about 0.06 ns
- Fp_density: slightly above 50%
- Logic area: between 0.1 and 0.15 mm^2
- Slew headroom: 42.1%
- Layout Cells excl Fill: 40100
- First-pass GRT wire length: between 1000 and 1500 mm
- Layout cells sized above 1: 6.56%
- Drt initial violations: 16000
- Flip-flops with a built-in enable: 2500
- Wire length per cell: 20.2 um
- CP top delay family: buffers and inverters
- CTS hold repair buffers: 0
- Layout Skew: 0.0448 ns
- Worst Max-Slew Pin Slew: ~0.87 ns
- DRC violations left: 0
- Placed instance count: a little under 40000
- FF+latch area: 0.163 mm^2
- Fillers: approximately 52000
- Most used cell, CP: buf_4
- Vias in the first global route: approximately 220k
- Die x size: 794 um
- Area grow syn2layout: 10.8%
- Final ANT Viol Nets: 0
- RSZ-0062 raised after global routing: false
- Post-CTS Setup Inserts: 0
- Deepest clock path buffer count: 4
- Port bufs: 2
- # H-tree levels: 6
- Design area: 0.348 mm^2
- R2r startpoint: itsmylife.genblk1[11].genblk1[6].lc.state[0]
- Yosys chip area: 0.314 mm^2
- Syn_area_per_cell: 10.2 um^2
- Crit path launch: nrst
- CTS root buffer: clkbuf_16
- Via/cell ratio: between 5 and 6
- Setup WS pre-CTS: 53.99 ns
- Post-Place Cell Area: 0.324 mm^2
- Setup slack after layout: 55.10 ns
- Synth area leader: dfxtp_1
- Peak supply drop: around 25 uV
- Critical path capture point type: flop
- DRT Wirelength: 808 mm
- Pleak: 0.137 uW
- Top Ports: 3
- Maximum fanout along the worst path: 133
- Reg2reg end: itsmylife.genblk1[17].genblk1[4].lc.alive
- Max Freq: 0.0532 GHz
- MaxCap Viol Count: 0
- Die H: 794 um
- Vias: 232000
- Gate count of the mapped netlist: between 30000 and 40000
- GR Overflow Total: 0
- FF+latch count, synth: 6876
- Final period utilization: 25.4%
- Post-synth seq share: 51.8%
- Warnings from Yosys: 2
- Worst Setup EP: itsmylife.genblk1[7].genblk1[15].lc.done
- Clk Latency, worst-skew pair: 1.12 ns
- Core area: between 0.6 and 0.7 mm^2
- Post-synth ARST share: 0%
- DP Wirelength: between 500 and 600 mm
- Flop2flop setup slack: 68.70 ns
- Chip Footprint: roughly 0.63 mm^2
- Cells in synth_stat.txt: 30800
- Hold Fails Final Rpt: 0
- Ys flop type: dfxtp_1
- Yosys top cell by instances: dfxtp_1
- Total tool warning count: 38
- Crit path DRT: 74.67 ns
- Post-CTS sizing: 0
- Pwr/cell area: 24.5 mW/mm^2
- Hold crit path type: flop to flop
- Top cells by count, synth: dfxtp_1 (4376), nor2_1 (3414), and2_1 (3184), edfxtp_1 (2500), o21ai_0 (2437)
- Mapped Area: about 0.31 mm^2
- Slowest cell on the critical path: buf_4
- Setup TNS: 0 ns
- CP peak stage delay: 0.67 ns
- Setup violations, final: 0
- Startpoint types: input pin
- Crit Path Class: input pin to flop
- Initial antenna violation count: 9
- TritonRoute pass-1 iters: 6
- Area share of the largest cell type after synthesis: between 20% and 30%
- Netlist cell types: between 60 and 70
- Crit-path cells: buf_16 -> buf_4 -> buf_4 -> buf_4 -> buf_4 -> buf_4 -> buf_4 -> o21ai_0 -> a2111oi_0
- Top cells by area: dfxtp_1 (28%), edfxtp_1 (24%), and2_1 (6.3%)
- Total GRT Usage: 26.9%
- Critical path buffers and inverters: 7
- Final GP Congestion: 0.902
- Reg2Reg Depth: 8
- Cts bufs inserted: 741
- Largest net degree at the start of global routing: 134
- Final Max-Slew Violation Tally: 0
- Worst path depth: 9
- Worst EP arrival: 19.57 ns
- Min Clock Period, post-route: about 19 ns
- TritonCTS clock tree: yes
-- layout by cell type (no fill, tap or decap), types with 618 or more instances in the layout --
master     synthesis  routed
a22oi_1          682     682
mux2_2           618     618
and2_1          3184    3184
xnor2_1          625     625
edfxtp_1        2500    2500
ha_1             625     625
nand2_1         1308    1308
nand3_1         1058    1058
nor2_1          3414    3414
o21ai_0         2437    2437
inv_1           1848    1848
a21oi_1         1257    1257
dfxtp_1         4376    4375
clkbuf_16          0     761
fa_1             625     625
-- metrics by stage --
step	util [%]	hold slack (ns)
6_report	55.7	0.432
5_1_grt	55.7	0.447
4_1_cts	55.7	0.438
3_5_place_dp	51.8	0.438
3_3_place_gp	51.8	0.435
2_1_floorplan	-	0.430
-- where the power goes --
group	leakage, uW	total, uW	internal (uW)	switching (uW)
Sequential	0.0593	4230	4090	144
Combinational	0.0656	616	248	368
Clock	0.0118	3670	2130	1540
-- metal layers --
layer / share of wire (%) / up-vias / GRT usage, % / wire [um]
met5: 0.0016 / - / 0.0227 / 13
met4: 2.8 / 2 / 6.14 / 22300
met3: 8.2 / 1401 / 7.64 / 66600
met2: 44 / 7135 / 39.3 / 357000
met1: 45 / 112000 / 42.7 / 362000
li1: - / 111000 / - / -
-- worst min-delay path by stage --
stage	from	end	slack, ns	cells after the start
after CTS	itsmylife.genblk1[16].genblk1[20].lc.state[4]	itsmylife.genblk1[16].genblk1[20].lc.state[2]	0.44	1
after global routing	itsmylife.genblk1[16].genblk1[12].lc.state[4]	itsmylife.genblk1[16].genblk1[12].lc.state[2]	0.45	1
final	itsmylife.genblk1[16].genblk1[20].lc.state[4]	itsmylife.genblk1[16].genblk1[20].lc.state[2]	0.43	1
-- flip-flops by register name, summed over array words and instances, names as in the netlist --
| register | cells |
|---|---|
| itsmylife.genblk1.genblk1.lc.sum | 1250 |
| itsmylife.genblk1.genblk1.lc.alive | 625 |
| itsmylife.genblk1.genblk1.lc.done | 625 |
| itsmylife.genblk1.genblk1.lc.state | 4376 |
-- final cells by class --
| cell class | instances | area share, % |
|---|---|---|
| Sequential cell | 6876 | 46.8 |
| Clock inverter | 226 | 0.629 |
| Inverter | 1849 | 2.00 |
| Clock buffer | 1172 | 6.29 |
| Multi-Input combinational cell | 21300 | 40.5 |
| Tap cell | 8322 | 3.00 |
| Timing Repair Buffer | 328 | 0.747 |
| Antenna cell | 5 | 0.00360 |
-- cell families (layout without fill, tap and decap cells) --
family | Yosys count | count (layout) | synth area share [%]
and+or+nand+nor | 11400 | 11400 | 19.2
buffers and inverters | 2598 | 3575 | 3.27
AOI/OAI and AO/OA | 7199 | 7199 | 14.6
other | 0 | 5 | 0
DFF | 6876 | 6876 | 51.8
muxes | 833 | 833 | 2.91
adders and majority gates | 1250 | 1250 | 6.48
xor gates and xnor gates | 625 | 625 | 1.74
Power is estimated from default activity; no workload was simulated.
